### run.sh
#!/bin/bash
# OpenROAD 26Q1-2900-gdf79404cd8, Yosys 0.63+post, stock flow scripts
make -C /OpenROAD-flow-scripts/flow DESIGN_CONFIG=/design/flow/config.mk WORK_HOME=/design/flow/orfs finish
### config.mk
export PLATFORM = sky130hd
export DESIGN_NAME = controller
export DESIGN_NICKNAME = controller
export VERILOG_FILES = /design/flow/design.v
export SDC_FILE = /design/flow/constraint.sdc
export NUM_CORES = 4
export LEC_CHECK = 1
export CORE_AREA = 10 10 70 70
export DIE_AREA = 0 0 80 80
export SYNTH_HDL_FRONTEND = slang
### constraint.sdc
current_design controller

set clk_period 2.4
set clk_io_pct 0.2

create_clock -name clk0 -period $clk_period

set non_clock_inputs [all_inputs -no_clocks]
set_input_delay [expr $clk_period * $clk_io_pct] -clock clk0 $non_clock_inputs
set_output_delay [expr $clk_period * $clk_io_pct] -clock clk0 [all_outputs]
### design.v
module maindec (
  input logic[10:0] Op,
  input logic reset,
  output logic Reg2Loc,
  output logic ALUSrc,
  output logic MemtoReg,
  output logic RegWrite,
  output logic MemRead,
  output logic MemWrite,
  output logic [1:0] Branch,
  output logic[1:0] ALUOp,
  output logic NotAnInstr,
  output logic ERet
);
always_comb begin
  casez (Op)
    11'b1?0_0101_1000, 11'b10?_0101_0000 : begin  
      Reg2Loc  = 0;
      ALUSrc   = 0;
      MemtoReg = 0;
      RegWrite = 1;
      MemRead  = 0;
      MemWrite = 0;
      Branch   = 0;
      ALUOp    = 2'b10;
      NotAnInstr = 0;
      ERet = 0;
    end
    11'b111_1100_0010 : begin  
      Reg2Loc  = 0;
      ALUSrc   = 1;
      MemtoReg = 1;
      RegWrite = 1;
      MemRead  = 1;
      MemWrite = 0;
      Branch   = 0;
      ALUOp    = 2'b00;
      NotAnInstr = 0;
      ERet = 0;
    end
    11'b111_1100_0000 : begin  
      Reg2Loc  = 1;
      ALUSrc   = 1;
      MemtoReg = 0;
      RegWrite = 0;
      MemRead  = 0;
      MemWrite = 1;
      Branch   = 0;
      ALUOp    = 2'b00;
      NotAnInstr = 0;
      ERet = 0;
    end
    11'b101_1010_0???: begin  
      Reg2Loc  = 1;
      ALUSrc   = 0;
      MemtoReg = 0;
      RegWrite = 0;
      MemRead  = 0;
      MemWrite = 0;
      Branch   = 1;
      ALUOp    = 2'b01;
      NotAnInstr = 0;
      ERet = 0;
    end
    11'b110_1011_0100 : begin  
      Reg2Loc  = 0;
      ALUSrc   = 0;
      MemtoReg = 1'bx;
      RegWrite = 0;
      MemRead  = 0;
      MemWrite = 0;
      Branch   = 1;
      ALUOp    = 2'b01;
      NotAnInstr = 0;
      ERet = 1;
    end
    11'b110_1010_1001 : begin  
      Reg2Loc  = 1;
      ALUSrc   = 2'b1x;
      MemtoReg = 0;
      RegWrite = 1;
      MemRead  = 0;
      MemWrite = 0;
      Branch   = 0;
      ALUOp    = 2'b01;
      NotAnInstr = 0;
      ERet = 0;
    end
    11'b110_1011_0000 : begin  
      Reg2Loc  = 1'bx;
      ALUSrc   = 2'bxx;
      MemtoReg = 'x;
      RegWrite = 0;
      MemRead  = 0;
      MemWrite = 0;
      Branch   = 0;
      ALUOp    = 2'b01;
      NotAnInstr = 0;
      ERet = 0;
    end
    default :  begin
      Reg2Loc  = 1'bx;
      ALUSrc   = 2'bxx;
      MemtoReg = 0;
      RegWrite = 0;
      MemRead  = 0;
      MemWrite = 0;
      Branch   = 0;
      ALUOp    = 2'bxx;
      NotAnInstr = 1;
      ERet = 0;
    end
  endcase
  if (reset == 1) begin
      Reg2Loc  = 0;
      ALUSrc   = 0;
      MemtoReg = 0;
      RegWrite = 0;
      MemRead  = 0;
      MemWrite = 0;
      Branch   = 0;
      ALUOp    = 2'b00;
      NotAnInstr = 0;
  end 
end
endmodule
module aludec (input  logic [10:0] funct,  
					input  logic [1:0]  aluop,  
          input logic reset,
					output logic [3:0] alucontrol);  				
    always_comb begin
      if (aluop == 2'b00) alucontrol = 4'b0010;			 
      else if (aluop == 2'b01) alucontrol = 4'b0111; 	 
      else if((aluop == 2'b10)  & (funct == 11'b10001011000)) alucontrol = 4'b0010;	 
      else if((aluop == 2'b10)  & (funct == 11'b11001011000)) alucontrol = 4'b0110;	 
      else if((aluop == 2'b10)  & (funct == 11'b10001010000)) alucontrol = 4'b0000;	 
      else if((aluop == 2'b10)  & (funct == 11'b10101010000)) alucontrol = 4'b0001;	 
      else alucontrol = 4'b0000;
      if (reset == 1'b1)
        alucontrol = 0;
    end
endmodule
module controller(input logic [10:0] instr,
            input logic ExtIRQ,
            input logic reset,
            output logic ExtIAck,
            input logic ExcAck,
            output logic [3:0] EStatus,
            output logic Exc, ERet,
						output logic [3:0] AluControl,						
            output logic [1:0] Branch,
						output logic reg2loc, regWrite, AluSrc, 
											memtoReg, memRead, memWrite);
	logic [1:0] AluOp_s;
  logic NotAnInstr;
  assign Exc = (ExtIRQ | NotAnInstr) & ~reset;
  assign ExtIAck = ExcAck & ExtIRQ & ~reset;
  always_comb 
    if (reset) EStatus = 4'b0000;
    else if(NotAnInstr) EStatus = 4'b0010;
    else if (ExtIRQ) EStatus = 4'b0001;
    else EStatus = 4'b0000;
	maindec 	decPpal 	(.Op(instr), 
							.Reg2Loc(reg2loc), 
							.ALUSrc(AluSrc), 
							.MemtoReg(memtoReg), 
							.RegWrite(regWrite), 
							.MemRead(memRead), 
							.MemWrite(memWrite), 
							.Branch(Branch), 
							.ALUOp(AluOp_s),
              .NotAnInstr(NotAnInstr),
              .reset(reset)
              );	
	aludec 	decAlu 	(.funct(instr), 
							.aluop(AluOp_s), 
							.alucontrol(AluControl),
              .reset(reset)
              );
endmodule
==> flow_summary_export.csv <==
group,metric,value,unit
layout,layout.sequential_cells,0,
layout,clockBufferCount,0,
routing,drt-vias-per-instance,3.99,
timing,final_hold_violations,0,
power,p_switching,39.0,uW
timing,setup_violations,0,
global_route,grt_max_degree,9,
power,leakage,0.000431,uW
global_route,total_congestion_overflow_after_global_routing,0,
synth,synthDominantAreaCellType,"buf_4",
die,standard_cell_core_area,0.00342,mm^2
synth,netlist_instances,57,
power,total_power,87.1,uW
timing,drv_slew,0,
die,vert_die_dim,80,um
layout,lay_top_cells,"buf_4 (18), buf_2 (11), buf_6 (9), conb_1 (5)",
global_route,number_of_antenna_violations_at_the_first_check_in_global_routing,0,
global_route,gr-usage-all-layers,5.80,%
place,dpl_cell_area,795,um^2
power,power.share.combinational,100.0,%
synth,synth.top_cells.by_area,"buf_4 (13%), nand4bb_4 (6.7%), nand4bb_1 (5.5%)",
routing,antenna_left,0,
die,design.die.area,0.00640,mm^2
synth,synth.yosys.warnings,1,
power,powerDensity,92.8,mW/mm^2
synth,netlist.area_leader.share,12.8,%
power,sequentialPowerShare,0,%
synth,synth.yosys.chip_area,412,um^2
power,vdd_ir_drop_max,0.0000205,V
run_status,status,"finished, final reports clean",
timing,post_route_fraction_of_the_period_consumed_by_the_critical_path,98.9,%
setup_path,critPathKind,"input port to output pin",
synth,synth.lib_cells_used.distinct,34,
cts,cts_hold_buf,0,
setup_path,data_arrival_at_the_endpoint_of_the_critical_path,1890,ps
place,pre_cts_ws,-583,ps
routing,detail_route.antenna_diodes,0,
routing,wl_per_cell,12.9,um
power,power_report.internal_total,48.0,uW
timing,fin_crit,2370,ps
layout,final_cell_area,938,um^2
routing,vias_after_detailed_routing,598,
timing,layout_setup_ws,27.6,ps
die,die_x,80,um
synth,syn-mean-instance-area,7.22,um^2
layout,post-route-util,27.5,%
die,num_rows,21,
routing,drc,0,
setup_path,setup.worst_path.end_class,"output pin",
place,hpwlAfterDp,1410,um
timing,max_freq,0.422,GHz
global_route,grt_pass1_wl,3080,um
run,number_of_max_cap_violations,0,
synth,synth_stat.cells,57,
layout,drive_gt1_share,57.7,%
power,clk_network_pwr_share,0,%
place,place.port_buffers,28,
routing,drtIter0Drc,19,
synth,netlist_area,412,um^2
layout,layout.cells.most_common,"buf_4",
place,finalWeightedCongestion,0.843,
run,tool_warnings,33,
global_route,grt_pass1_vias,624,
routing,postRouteWirelength,1930,um
layout,area_growth,128,%
synth,yosys.stat.seqShare,0,%
power,power.switching_fraction,44.8,%
setup_path,crit_path_max_fanout,5,
routing,tritonroute_pass_1_iters,4,
layout,sequential_cell_area,0,um^2
setup_path,worst-endpoint-required,1920,ps
die,initCoreUtil,12.1,%
min_path,hold_path_class,"input port to output pin",
die,io_pins,33,
setup_path,critical_path.startpoint_type,"input port",
metrics by stage:
| stage | std cells | TNS (ps) | hold slack [ps] |
|---|---|---|---|
| 4_1_cts | 150 | -8.63 | 1480 |
| 2_1_floorplan | 61 | 0 | 976 |
| 3_5_place_dp | 139 | -6100 | 1920 |
| 3_3_place_gp | 139 | -6080 | 1910 |
| 5_1_grt | 150 | -2.51 | 1480 |
| 6_report | 150 | 0 | 1430 |
critical path, stage by stage:
cell      delay [ps]
buf_2            150
nand4b_1         150
or4_4            580
buf_6            150
o32a_1           160
nor2_1           100
buf_2            110
layer usage:
layer	GRT usage, %	part of all wire, %	vias up
met1	7.79	47	278
met2	9.79	46	21
met5	0	0	-
met4	0	0	0
met3	1.25	7.1	0
li1	-	-	299
cells in the mapped netlist (all sizes together) (2+ instances only):
library cell and instances:
buf 8, nand2 5, inv 4, nor2 4, nand4bb 3, nor3 3, a21oi 2, a31oi 2
nand3b 2, nor4 2, o21a 2, or4 2
cell type report:
cell class | count | area (um^2)
fill | 362 | 2480
multi-input combinational | 48 | 453
timing repair buffer | 52 | 413
tap | 46 | 57.6
inverter | 4 | 15.0
timing repair:
| action | in CTS | in global routing |
|---|---|---|
| buffers inserted | 11 | 1 |
| cloned | 0 | 0 |
| gates resized | 79 | 16 |
| pin swaps | 17 | 11 |
| endpoints found under the setup margin | 13 | 9 |
path summary, 6_finish.rpt:
kind | startpoint | end | depth (start not counted)
max | instr[8] | reg2loc | 7
min | instr[1] | memtoReg | 5
cells by family (layout without fill, tap and decap cells):
group | count (synthesis) | after routing | synth area share, %
and+or+nand+nor | 30 | 30 | 52.6
AOI/OAI and AO/OA | 13 | 13 | 26.4
buffers and inverters | 13 | 56 | 20.1
other | 1 | 5 | 0.911
power groups by stage:
stage                 sequential, uW  clock, uW  combinational [uW]
after CTS                          0          0                83.8
final                              0          0                87.1
after global routing               0          0                94.1
Power is estimated from default activity; no workload was simulated.
