## design/flow/config.mk

```make
export PLATFORM = sky130hd
export DESIGN_NAME = imem
export DESIGN_NICKNAME = imem
export VERILOG_FILES = /design/flow/design.v
export SDC_FILE = /design/flow/constraint.sdc
export NUM_CORES = 4
export LEC_CHECK = 1
export CORE_AREA = 10 10 70 70
export DIE_AREA = 0 0 80 80
export SYNTH_HDL_FRONTEND = slang
```

## design/flow/constraint.sdc

```tcl
current_design imem

set clk_period 1.7
set clk_io_pct 0.2

create_clock -name clk0 -period $clk_period

set non_clock_inputs [all_inputs -no_clocks]
set_input_delay [expr $clk_period * $clk_io_pct] -clock clk0 $non_clock_inputs
set_output_delay [expr $clk_period * $clk_io_pct] -clock clk0 [all_outputs]
```

## design/flow/design.v

```verilog
module imem #(N = 32)(
  input logic[5:0] addr,
  output logic[N-1:0] q
);
logic [N-1:0] ROM [0:63];
always_comb begin
		ROM [0:15] ='{32'h8b1f03c9,
					32'h8b1f03e2,
					32'hf8000002,
					32'h8b010042,
					32'h8b080000,
					32'hcb010129,
					32'hb4000049,
					32'hb4ffff7f,
					32'h8b1f03e3,
					32'h8b1f03e0,
					32'h8b100063,
					32'hcb010231,
					32'hb4000051,
					32'hb4ffffbf,
					32'hf8000003,
					32'hb400001f};
end
assign q = ROM[addr];
endmodule
```

## design/flow/run.sh

```bash
#!/bin/bash
# OpenROAD 26Q1-2900-gdf79404cd8, Yosys 0.63+post, stock flow scripts
make -C /OpenROAD-flow-scripts/flow DESIGN_CONFIG=/design/flow/config.mk WORK_HOME=/design/flow/orfs finish
```

==> run notes <==
Flow results are below.

- The power density relative to cell area is 223 nW/um2, for reference.
- In the finished design the tool counted flip-flops and latches totalling 0.
- The flow ran to the end, but the final reports show violations.
- Detailed placement finished with a half-perimeter wire length of 1860 um.
- Per the detailed-route log, wirelength across all metal layers totals 3740 um.
- After layout, the worst setup slack is -0.0834 ns.
- The leakage power of the design is 0.878 nW, for reference.
- The chip area estimate from yosys synthesis is 644 um2, for reference.
- The fraction of power spent switching nets is 42.4%, for reference.
- The effective utilization at floorplan is 18.9%, for reference.
- For this block, the via count after detailed routing is 1047.
- Setup repair after global routing could not meet its margin everywhere.
- The main logic family after synthesis is AND-OR/OR-AND gates, for reference.
- The most frequent standard cell in the layout excluding fill and tap cells is sky130_fd_sc_hd__buf_4, for reference.
- For reference, the post-synthesis area per instance comes to 6.78 um2.
- The overflow left after global routing is 0, for reference.
- In this run the layout overhead on the synthesized area is reported as 185%.
- The global router's overall resource usage is 10.3%, for reference.
- The xor/xnor share of the synthesized area is under 10%, for reference.
- The finished layout holds 224 standard cells, fillers aside.
- The timing report gives the biggest stage delay along the critical path as 0.17 ns.
- In the synthesized netlist, the number of instances is approximately 95.
- The number of clock-tree buffers in the layout is 0, for reference.
- The class of the tightest hold or removal check is input port to output pin, for reference.
- The final cell area excluding filler cells is 1840 um2, for reference.
- VDD sags by at most 0.000156 V.
- The ratio of routed vias to standard cells is 4.67, for reference.
- The first global-routing pass estimated 5460 um of wire.
- The required time reported for the critical path endpoint is 1.36 ns, for reference.
- The most crowded layer after global routing is met2, for reference.
- The area fraction in full adders, half adders and majority gates is around 14%, for reference.
- Per the OpenROAD power report, switching power amounts to between 150 and 200 uW.
- STA classifies the critical path startpoint as an input port.
- The endpoint kind of the worst setup timing path is an output pin, for reference.
- For reference, simple AND, OR, NAND and NOR cells occupy 19.0% of the area reported after synthesis.
- Max-cap violations in this run came to 0.
- The final hold violation count recorded for this run is 0.
- The cell internal power dissipation is approximately 240 uW, for reference.
- The top cell type by area accounts for between 10% and 20% of the synthesized area.
- The cell at the slowest stage of the critical path is sky130_fd_sc_hd__ha_4, for reference.
- The remaining antenna violation count is 0, for reference.
- The total power is between 400 and 500 uW, for reference.
- The highest clock rate this design can be run at is ~560 MHz.
- The most common logic cells in the final layout are sky130_fd_sc_hd__buf_4 (39), sky130_fd_sc_hd__buf_6 (25), sky130_fd_sc_hd__buf_2 (11).
- The detailed placer reported the number of placed instances as 189.
- Sequential cells burn 0% of the power.
- Of all nets on the critical path, the largest fanout is 3.
- The die is 80 um tall.
- The power report attributes to the combinational group a share of ~100%.
- The number of global-route vias before repair came to approximately 1000.
- The core area is 3420 um2, for reference.
- The worst path in the final design needs a cycle of about 1.8 ns, including I/O delays and setup.
- The cell type that accounts for the most area after synthesis is sky130_fd_sc_hd__buf_4.
- The first-pass iteration count of the detailed router is 5, for reference.
- After floorplanning, the core was divided into 21 placement rows.
- The post-synthesis share of cell area spent on and-or and or-and gates is 36.7%, for reference.
- The pre-CTS setup check shows a worst slack of -1.00 ns.
- In this run the full chip footprint comes out at 6400 um2.
- The routability congestion estimate from global placement is 0.923, for reference.
- The post-synthesis cell type count is 32, for reference.
- The period utilization is 105%, for reference.
- The number of port buffers is 38, for reference.
- The number of placed I/O pins is 38, for reference.
- The endpoint arrival time on the critical path is 1.44 ns, for reference.
- After synthesis, the share of cell area in mux cells is 1.55%.
- The area taken by flip-flops and latches is 0 um2, for reference.
- For this sky-water flow run, the detailed-routed wirelength per cell is reported as 16.7 um.
- The minimum hold slack is 1.14 ns, for reference.
- For this run, the number of Yosys warnings is 1536.
- For this run, the final setup violation count is recorded as 7.
- For met3 alone, demand over resource in global routing was ~1.5%.
- The antenna diode instance count is 0, for reference.
- The share of synthesized area occupied by flip-flops and latches is 0%, for reference.
- At the pin with the least slew margin, the transition time is 0.303 ns.
- The met2 usage in global routing is between 15 and 20%, for reference.
- The initial antenna violation count is 0.
- The final reports fail on negative setup slack.
- The count of tool warnings is 40, for reference.
- The count of pins over their slew limit is 0, for reference.
- The cell count in the Yosys report is 95, for reference.
- The part of the power in the clock network is 0%, for reference.
- The floorplan die width is ~80 um, for reference.
- The mapped netlist covers 644 um2.
- The first routing iteration left 28 violations.
- Entering global routing, the biggest net connects 14 pins.
- The most frequent cell on the critical path is sky130_fd_sc_hd__buf_6, for reference.
- The met1 track demand over resource is roughly 14%, for reference.
- For this design, the CTS-stage hold fixing added 0 buffers.
- Looking at the setup timing report, the critical path kind is input port to output pin.
- The worst slew margin relative to its limit is 79.7%, for reference.
- The DRC violation total left in the routed layout is recorded as 0.
- The share of layout cells above drive strength 1 is 77.0%, for reference.
- The instance area after placement is between 1000 and 1500 um2, for reference.
- Listed in order, past its start point the critical path passes buf_8 > buf_6 > buf_12 > ha_4 > nand2_4 > a21oi_4 > buf_6 > buf_6 > buf_6 > buf_6.
- By area the synthesized netlist is led by sky130_fd_sc_hd__buf_4 (15%), sky130_fd_sc_hd__ha_1 (14%), sky130_fd_sc_hd__a21oi_1 (10%).
## routing by layer
layer | share of wire [%] | vias to the layer above
li1 | - | 490
met1 | 45 | 535
met2 | 51 | 20
met3 | 3.0 | 2
met4 | 0.32 | 0
met5 | 0 | -
## synthesized netlist by cell type (2+ instances only)
cell                        n
sky130_fd_sc_hd__a31oi_1    3
sky130_fd_sc_hd__a211o_1    2
sky130_fd_sc_hd__a211oi_1   4
sky130_fd_sc_hd__a21oi_1   13
sky130_fd_sc_hd__nor2_1     5
sky130_fd_sc_hd__inv_1      6
sky130_fd_sc_hd__ha_1       7
sky130_fd_sc_hd__nand2_1    8
sky130_fd_sc_hd__buf_4     13
sky130_fd_sc_hd__o21ai_1    2
sky130_fd_sc_hd__o21ai_0    5
sky130_fd_sc_hd__nor2b_1    5
sky130_fd_sc_hd__buf_2      3
## per-stage QoR
stage	util (%)	setup TNS, ns
2_1_floorplan	-	0
3_3_place_gp	34.4	-26.97
3_5_place_dp	34.4	-27.18
4_1_cts	50.1	-0.511
5_1_grt	53.7	-0.685
6_report	53.7	-0.426
## path summary, 6_finish.rpt
kind,from,end,slack [ns],cells after the start
worst max-delay path,addr[0],q[21],-0.08,10
worst min-delay path,addr[5],q[4],1.14,5
## repair_timing
action                                  CTS  global route
pin swaps                                19            17
setup buffers                            27             3
cloned                                    5             0
resized                                 171            40
endpoints found under the setup margin   32            30
## critical path, delay by kind of cell
| family | cells | cell delay, ns |
|---|---|---|
| AND/OR/NAND/NOR | 1 | 0.08 |
| adder cells (fa/ha/maj) | 1 | 0.17 |
| buffers and inverters | 7 | 0.78 |
| AND-OR/OR-AND | 1 | 0.07 |
## power groups by stage
stage / registers, mW / logic [mW] / clock network (mW)
after CTS: 0 / 0.357 / 0
final: 0 / 0.409 / 0
after global routing: 0 / 0.434 / 0
## kinds of logic (layout without fill, tap and decap cells)
group | count (synthesis) | after routing
adders and majority gates | 7 | 7
muxes | 1 | 1
AOI/OAI and AO/OA | 36 | 36
and+or+nand+nor | 24 | 24
buffers and inverters | 26 | 109
xor gates and xnor gates | 1 | 1
## area by class of cell
cell class / count / area, um2
inverters: 8 / 52.6
well taps: 46 / 57.6
fillers: 273 / 1580
multi-input cells: 69 / 759
repair buffers: 101 / 966
Power is estimated from default activity; no workload was simulated.
