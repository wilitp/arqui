**design.v**
```verilog
module adder #(parameter N = 64)
			  (input logic [N-1:0] a, b,
			   output logic [N-1:0] y);
	assign y = a + b;
endmodule
module alu #(parameter N=64)
			(input logic [N-1:0] a, b,
			 input logic [3:0] ALUControl,
			 output logic [N-1:0] result,
			 output logic zero);
	always_comb begin
		casez(ALUControl)
			4'b0000: result = a & b;
			4'b0001: result = a | b;
			4'b0010: result = a + b;
			4'b0110: result = a - b;
			4'b0111: result = b;
			default: result = '1;
		endcase
		zero = ~(|result);  
	end
endmodule
module comp_n #(parameter N=64)
			   (input logic [N-1:0] a, b,
				output logic eq);
	assign eq = a === b;
endmodule
module datapath #(parameter N = 64)
				 (input logic reset, clk,
				  input logic reg2loc,
				  input logic [1:0] AluSrc,
				  input logic [3:0] AluControl,
				  input logic Branch,
				  input logic memRead,
				  input logic memWrite,
				  input logic regWrite,
				  input logic memtoReg,				  
				  input logic [31:0] IM_readData,
				  input logic [N-1:0] DM_readData,
				  input logic [3:0] EStatus,
				  input logic Exc, ERet,
				  output logic [N-1:0] IM_addr, DM_addr, DM_writeData,
				  output logic DM_writeEnable, DM_readEnable,
				  output logic ExcAck);
	logic PCSrc;
	logic [N-1:0] E_Branch, M_Branch, E_AbsBranch, PCBranch, writeData3;
	logic [N-1:0] signImm, readData1, readData2, readData3;
	logic [N-1:0] NextPC, EVAddr;
	logic EProc;
	logic zero;
	fetch #(64) 	FETCH      (.PCSrc_F(PCSrc),
								.clk(clk),
								.reset(reset),
								.EProc_F(EProc),
								.PCBranch_F(PCBranch),
								.EVAddr_F(EVAddr),
								.imem_addr_F(IM_addr),
								.NextPC_F(NextPC));
	decode #(64)	DECODE     (.regWrite_D(regWrite),
								.reg2loc_D(reg2loc),
								.clk(clk),
								.writeData3_D(writeData3),
								.instr_D(IM_readData),
								.signImm_D(signImm),
								.readData1_D(readData1),
								.readData2_D(readData2));
	execute #(64)   EXECUTE    (.AluSrc(AluSrc),
								.AluControl(AluControl),
								.PC_E(IM_addr),
								.signImm_E(signImm),
								.readData1_E(readData1),
								.readData2_E(readData2),
								.readData3_E(readData3),
								.PCBranch_E(E_Branch),
                .PCAbsBranch_E(E_AbsBranch),
								.aluResult_E(DM_addr),
								.writeData_E(DM_writeData),
								.zero_E(zero));
	memory  		MEMORY (
                .Branch_M(Branch),
								.zero_M(zero),
                .Abs_Branch(E_AbsBranch),
                .Imm_Branch(E_Branch),
                .Def_Branch(M_Branch),
								.PCSrc_M(PCSrc)
              );
	writeback #(64) WRITEBACK  (.aluResult_W(DM_addr),
								.DM_readData_W(DM_readData),
								.memtoReg(memtoReg),
								.writeData3_W(writeData3));
	exception       EXCEPTION  (.clk(clk), .reset(reset),
								.Exc(Exc), .ERet(ERet),
								.EStatus(EStatus),
								.NextPC_X(NextPC),
								.imem_addr_X(IM_addr),
								.ALUBranch_X(M_Branch),
								.EDataSel(IM_readData[13:12]),
								.ExcAck(ExcAck),
								.EProc_X(EProc),
								.PCBranch_X(PCBranch),
								.readData_X(readData3),
								.EVAddr_X(EVAddr));
	assign DM_writeEnable = memWrite;
	assign DM_readEnable = memRead;
endmodule
module decode #(parameter N = 64)
			   (input logic regWrite_D, reg2loc_D, clk,
				input logic [N-1:0] writeData3_D,
				input logic [31:0] instr_D,
				output logic [N-1:0] signImm_D, readData1_D, readData2_D);
	logic [4:0] ra2;
	mux2 #(5) ra2mux	(.d0(instr_D[20:16]), .d1(instr_D[4:0]), .s(reg2loc_D), .y(ra2));
	regfile   registers (.clk(clk), .we3(regWrite_D), .ra1(instr_D[9:5]), .ra2(ra2), .wa3(instr_D[4:0]),
						 .wd3(writeData3_D), .rd1(readData1_D), .rd2(readData2_D));
	signext   ext   	(.a(instr_D), .y(signImm_D));
endmodule
module esync (input logic Exc, resetEsync, reset,
			  output logic out);
	always @(Exc, resetEsync, reset) begin
		if(reset) out <= 1'b0;
		if(resetEsync) out <= 1'b0;			
		if(Exc) out <= 1'b1;
	end
endmodule
module exception (input logic clk, reset, Exc, ERet,
				  input logic [3:0] EStatus,
				  input logic [63:0] NextPC_X, imem_addr_X, ALUBranch_X,
				  input logic [1:0] EDataSel,
				  output logic ExcAck, EProc_X,
				  output logic [63:0] PCBranch_X, readData_X,
				  output logic [63:0] EVAddr_X);
	logic [63:0] Exc_vector = 64'hD8;
	assign EVAddr_X = Exc_vector;
	logic comp_out, sync_out, EProc;
	assign EProc = sync_out & ~reset;
	assign EProc_X = EProc;
	assign ExcAck = comp_out;
	comp_n  #(64) EV_Comp (imem_addr_X, Exc_vector, comp_out);
	esync         ESync   (Exc, comp_out, reset, sync_out);
	logic [63:0] ERR_out, ELR_out;
	logic [3:0] ESR_out;
	flopr_e #(64) ERR     (clk, reset, EProc, NextPC_X, ERR_out);
	flopr_e #(64) ELR     (clk, reset, EProc, imem_addr_X, ELR_out);
	flopr_e #(4)  ESR     (clk, reset, EProc, EStatus , ESR_out);
	mux2    #(64) RET_SEL (ALUBranch_X, ERR_out, ERet, PCBranch_X);
	mux4    #(64) D_SEL   (ERR_out, ELR_out, {60'b0, ESR_out}, 64'b0, EDataSel, readData_X);
endmodule
module execute #(parameter N=64)
				(input logic [1:0] AluSrc,
				 input logic [3:0] AluControl,
				 input logic [N-1:0] PC_E, signImm_E, readData1_E, readData2_E, readData3_E,
				 output logic [N-1:0] PCBranch_E, PCAbsBranch_E, aluResult_E, writeData_E,
				 output logic zero_E);
	logic [N-1:0] mux_out, sl2_out;
  assign PCAbsBranch_E = readData1_E;
	mux4  #(N) MUX_E(readData2_E, signImm_E, readData3_E, readData3_E, AluSrc, mux_out);
	alu        ALU(readData1_E, mux_out, AluControl, aluResult_E, zero_E);
	sl2   #(N) ShiftLeft_E(signImm_E, sl2_out);
	adder #(N) Add_E(sl2_out, PC_E, PCBranch_E);
	assign writeData_E = readData2_E;
endmodule
module fetch #(parameter N=64)
			  (input logic PCSrc_F, clk, reset, EProc_F,
			   input logic [N-1:0] PCBranch_F, EVAddr_F,
			   output logic[N-1:0] imem_addr_F, NextPC_F);
	logic [N-1:0] PC_out, adder_out, mux1_out, mux2_out;
	flopr #(N) PC   (clk, reset, mux2_out, PC_out);
	adder #(N) Add  (PC_out, 64'h4, adder_out);
	mux2  #(N) MUX1 (adder_out, PCBranch_F, PCSrc_F, mux1_out);
	mux2  #(N) MUX2 (mux1_out, EVAddr_F, EProc_F, mux2_out);
	assign imem_addr_F = PC_out;
	assign NextPC_F = mux1_out;
endmodule
module flopr #(parameter N = 64)
			  (input logic clk, reset,
			   input logic [N-1: 0] d,
			   output logic [N-1: 0] q);
	always_ff @(posedge clk, posedge reset)
		if (reset) q <= 'b0;
		else	   q <= d;
endmodule
module flopr_e #(parameter N = 64)
				(input logic clk, reset, enable,
				input logic [N-1: 0] d,
				output logic [N-1: 0] q);
	always_ff @(posedge clk, posedge reset)
		if (reset)       q <= '0;
		else if (enable) q <= d;
endmodule
module memory (
         input logic Branch_M, zero_M,
         input logic[63:0]Imm_Branch,
         input logic[63:0]Abs_Branch,
         output logic[63:0]Def_Branch,
			   output logic PCSrc_M
         );
  always_comb begin
    casez (Branch_M)
      0 : begin  
        PCSrc_M = 0;
        Def_Branch = Imm_Branch;
      end
      1 : begin  
        PCSrc_M = 1;
        Def_Branch = Imm_Branch;
      end
      2 : begin  
        PCSrc_M = 1;
        Def_Branch = Abs_Branch;
      end
      default : begin
        PCSrc_M = 0;
        Def_Branch = Imm_Branch;
      end
    endcase
  end
endmodule
module mux2 #(parameter N = 64)
			 (input logic [N-1:0] d0, d1,
			  input logic s,
			  output logic [N-1:0] y);
	assign y = s ? d1 : d0;
endmodule
module mux4 #(parameter N=64)
				(input logic [N-1:0] d0, d1, d2, d3,
				 input logic [1:0] s,
				 output logic [N-1:0] y);
assign y = s[1] ? (s[0] ? d3 : d2):(s[0] ? d1 : d0);
endmodule
module signext (input logic [31:0] a,
				output logic [63:0] y);
	always_comb
		casez (a[31:21])			
			11'b111_1100_00?0: y = {{55{a[20]}}, a[20:12]};
			11'b101_1010_????: y = {{45{a[23]}}, a[23:5]};	
			default: y = '0;
		endcase
endmodule
module sl2 #(parameter N = 64)
			(input logic [N-1:0] a,
			 output logic [N-1:0] y);
	assign y[0] = 1'b0;
	assign y[1] = 1'b0;
	assign y[N-1:2] = a[N-3:0];
endmodule
module writeback #(parameter N = 64)
				  (input logic [N-1:0] aluResult_W, DM_readData_W,
				   input logic memtoReg,
				   output logic [N-1:0] writeData3_W);
	mux2 #(64) MtoRmux (.d0(aluResult_W), .d1(DM_readData_W), .s(memtoReg), .y(writeData3_W));
endmodule
module regfile (
  input logic clk,
  input logic we3,
  input logic[4:0] ra1,
  input logic [4:0] ra2,
  input logic [4:0] wa3,
  input logic [63:0] wd3,
  output logic[63:0] rd1,
  output logic[63:0] rd2
);
  logic [63:0] registers [0:31] = '{
      64'd0, 64'd1, 64'd2, 64'd3, 64'd4,
      64'd5, 64'd6, 64'd7, 64'd8, 64'd9,
      64'd10, 64'd11, 64'd12, 64'd13, 64'd14,
      64'd15, 64'd16, 64'd17, 64'd18, 64'd19,
      64'd20, 64'd21, 64'd22, 64'd23, 64'd24,
      64'd25, 64'd26, 64'd27, 64'd28, 64'd29,
      64'd30, 64'd0
      };
  always_ff @(posedge clk) begin
    if ((we3 == 1) && (wa3 != 'd31)) begin
      registers[wa3] <= wd3;
    end
  end
  always_comb begin
    rd1 = registers[ra1];
    rd2 = registers[ra2];
  end
endmodule
```
**run.sh**
```bash
#!/bin/bash
# OpenROAD 26Q1-2900-gdf79404cd8, Yosys 0.63+post, stock flow scripts
make -C /OpenROAD-flow-scripts/flow DESIGN_CONFIG=/design/flow/config.mk WORK_HOME=/design/flow/orfs finish
```
**config.mk**
```make
export PLATFORM = sky130hd
export DESIGN_NAME = datapath
export DESIGN_NICKNAME = datapath
export VERILOG_FILES = /design/flow/design.v
export SDC_FILE = /design/flow/constraint.sdc
export NUM_CORES = 4
export LEC_CHECK = 1
export CORE_UTILIZATION = 40
export SYNTH_HDL_FRONTEND = slang
```
**constraint.sdc**
```tcl
current_design datapath

set clk_period 112.8
set clk_io_pct 0.2

create_clock -name clk0 -period $clk_period [get_ports {clk}]

set non_clock_inputs [all_inputs -no_clocks]
set_input_delay [expr $clk_period * $clk_io_pct] -clock clk0 $non_clock_inputs
set_output_delay [expr $clk_period * $clk_io_pct] -clock clk0 [all_outputs]
```
==> flow_summary.toml <==
# implementation run metrics
[cells_and_area]
drive_above_1_share_pct = 16.09
finalNonFillerCells = 16006
area_delta_synth_final_pct = 12.45

[clock_tree]
insertion_delay_ns = 0.97
cts_max_level = 4
cts_resized = 0
cts_tree = "yes"
cts-root-buf = "clkbuf_16"
cts_made_buffers = 239
cts_setup_buffers = 0
hold_buffers = 0
clk_pin_slew_ns = 0.05
clock_path_buffers = 4

[logic_synthesis]
synth_warnings = 0
synth_area_per_cell_um2 = 11.66
ys_chip_area_mm2 = 0.1310
synth_flops = 2245
topCellsByArea = "edfxtp_1 (47%), mux4_2 (12%), a21oi_1 (5.3%)"
synth.distinct_cells = 122
synthCells = 11236
largest_area_cell = "edfxtp_1"
synth_top_area_share_pct = 46.96
edf_count = 2048
dominantRegCellSynth = "edfxtp_1"
synthArstFlopShare_pct = 8.731
yosys_cells = 11236
mappedNetlistArea_mm2 = 0.1310

[worst_setup_path]
cp-end-kind = "output port"
rr_worst_depth = 25
cp.required_ns = 90.24
cp_slowest_cell = "buf_4"
startpoint_type = "input port"
slowest_delay_ns = 0.62
setup.worst_path.start = "reg2loc"
crit-reg2reg-launch = "DECODE.registers.registers[14][7]"
crit_type = "input port to output port"
crit_fanout = 61
crit_path_frequent_cell = "buf_4"
reg2reg_slack_ns = 103.46
crit_arrival_ns = 33.76
r2r-end = "DECODE.registers.registers[17][62]"

[detailed_routing]
avgRoutedWirePerCell_um = 40.02
dr_total_vias = 110452
drt-pass1-iter-count = 9
viasPerCell = 6.901
totalWireLength_um = 640600
drc = 0
ant_nets = 0
drt_iter0_markers = 10499

[sta]
worst_pin_slew_ns = 1.475
hold_violations = 0
fin_skew_ns = 0.07765
untimed_endpoints = 1
unclocked_pins = 1
setup_viol = 0
finalSetupTns_ns = 0
max_freq_mhz = 17.76
layout_worst_path_cycle_share_pct = 49.93
drv_slew = 0
rsz0062_at_grt = "no"
slew_headroom_pct = 1.437
finalCriticalPeriod_ns = 56.32

[pwr]
power_mw = 2.243
leakage_nw = 49.93
powerDensity_mw_per_mm2 = 15.23
max-vdd-ir-drop_mv = 0.01467

[place]
dp_hpwl_um = 414900
dp_cells = 15478
gp_congestion = 1.027
io_buffers = 306

[global_routing]
grtUsageTotal_pct = 41.11
antenna_found_initial = 75
grt_max_degree = 107
grt_remaining_overflow = 0
grt_pass1_wl_um = 879400
first_global_vias = 112602

[worst_hold_path]
hold_class = "register to register"
min_path_cells = 2
hold_start = "EXCEPTION.ELR.q[34]"
hold_end = "EXCEPTION.ELR.q[34]"

[floorplan]
fp_util_pct = 40.29
fp.dieW_um = 574.2
dieArea_mm2 = 0.3297
row_count = 209
core_mm2 = 0.3250
die_y_um = 574.2
ioPinCount = 311

[flow_run]
max_cap_viol_count = 0
warnings = 38

[outcome]
status = "finished, final reports clean"
layout make-up:
class	instances	area, um^2
fillers	28236	177800
flip-flops and latches	2245	66420
multi-input cells	7938	59840
repair buffers	814	7121
clock buffers	287	6203
well taps	4325	5411
clock inverters	153	1434
inverters	156	623.1
diodes	88	220.2
how the worst max path moves through the flow:
stage / endpoint / slack [ns] / depth (start not counted)
global route: DM_addr[48] / 56.11 / 31
finish: DM_addr[48] / 56.48 / 32
CTS: DM_addr[48] / 56.54 / 31
metrics by stage:
step | setup WS (ns) | util [%] | cell area, um^2 | hold WS, ns
floorplan | 61.29 | - | 131200 | 0.4403
global placement | 56.60 | 42.89 | 139400 | 0.4525
detailed placement | 56.58 | 42.89 | 139400 | 0.4611
CTS | 56.54 | 45.24 | 147000 | 0.4783
global route | 56.11 | 45.27 | 147200 | 0.4887
finish | 56.48 | 45.31 | 147300 | 0.4747
power by group:
part | switching (mW) | total, mW | internal [mW]
registers | 0.0180 | 0.957 | 0.939
logic | 0.334 | 0.489 | 0.155
clock network | 0.352 | 0.797 | 0.445
total | 0.704 | 2.24 | 1.54
critical path: cells and delay by family:
| family | cells | cell delay, ns |
|---|---|---|
| fa+ha+maj | 1 | 0.47 |
| mux | 1 | 0.31 |
| buf+inv | 6 | 2.96 |
| compound gates | 13 | 4.00 |
| simple gates | 10 | 3.10 |
| xor+xnor | 1 | 0.18 |
synth_stat cells (38+ instances only):
library cell,count
nand4_1,57
buf_4,117
o221ai_1,61
dfrtp_1,196
o211ai_1,98
buf_2,303
a21o_1,148
ha_1,129
nand2b_1,355
nand3_1,208
edfxtp_1,2048
nand2_1,1158
inv_1,149
o21ai_0,526
a211o_1,68
and2_1,40
a21oi_1,1387
mux2i_1,84
o22ai_1,200
and3_1,54
buf_6,69
buf_1,118
o31ai_1,63
xnor2_1,152
o21bai_1,49
nor3_1,128
a31oi_1,143
a221oi_1,44
a211oi_1,339
mux4_2,677
nor2b_1,143
mux2_2,141
nor4_1,38
nor2_1,460
clkbuf_1,352
xor2_1,78
a22oi_1,258
registers in the layout, indices dropped and copies added, names as in the netlist:
| signal | cells |
|---|---|
| EXCEPTION.ESR.q | 4 |
| EXCEPTION.ERR.q | 64 |
| FETCH.PC.q | 64 |
| EXCEPTION.ESync.out | 1 |
| EXCEPTION.ELR.q | 64 |
| DECODE.registers.registers | 2048 |
cell families after synthesis:
group	Yosys count	synth area share, %
buffers and inverters	1116	4.229
adders and majority gates	143	1.355
xor gates and xnor gates	231	1.555
muxes	909	13.59
latches	1	0.01146
and+or+nand+nor	2797	10.14
DFF	2244	50.70
other	1	0.002863
AOI/OAI and AO/OA	3794	18.41
layer usage:
| layer | global-route usage, % | wire, um | vias to the layer above | share of wire [%] |
|---|---|---|---|---|
| li1 | - | - | 44587 | - |
| met3 | 35.75 | 132300 | 2499 | 21 |
| met2 | 54.21 | 262700 | 10092 | 41 |
| met1 | 41.32 | 186700 | 53135 | 29 |
| met4 | 26.37 | 52370 | 139 | 8.2 |
| met5 | 15.72 | 6464 | - | 1.0 |
layout by cell type (no fill, tap or decap), types with 78 or more instances in the layout:
cell	n
a22oi_1	256
a21o_1	148
o22ai_1	196
inv_1	147
diode_2	88
mux2i_1	83
nor2_1	416
buf_4	495
a31oi_1	142
nand2_1	1153
a21oi_1	1387
mux4_2	677
xnor2_1	152
clkbuf_16	241
dfrtp_1	196
mux2_2	140
nand2b_1	353
clkdlybuf4s50_1	287
edfxtp_1	2048
ha_1	129
nor2b_1	139
xor2_1	78
nor3_1	127
o211ai_1	98
nand3_1	207
o21ai_0	525
a211oi_1	338
Power is estimated from default activity; no workload was simulated.
